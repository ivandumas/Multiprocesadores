==> flow/design.v <==
module regmem 
#(parameter SIZE = 31)  
(
		input  logic 		clk,
		input  logic   		rst,
		input  logic [4:0]  R_reg1,R_reg2,W_reg,
		input  logic 		regWrite,
		input  logic [31:0]	W_data,
		output logic [31:0]	R_data1,R_data2
		);
	integer i;
  logic [31:0] mem_array [0:SIZE];
	always_comb begin : blockName
      mem_array[0]=32'h0000_0002;
      mem_array[1]=32'h0000_0004;
	  mem_array[2]=32'h0000_0006;
      mem_array[3]=32'h0000_0003;
	  mem_array[4]=32'h0000_0001;
      mem_array[5]=32'h0000_0008;
   end
      always_ff @(posedge clk) begin : RegMem
         if (rst) begin 
            for(i = 0; i <= SIZE; i = i+1)
               mem_array[i] <= 0;
         end 
			else if (regWrite) begin
            mem_array[W_reg] <= W_data;
         end
      end
      always_comb begin : RegRead
         if (rst) begin
            R_data1 <= 0;
            R_data2 <= 0;
         end else begin
            R_data1 <= mem_array[R_reg1];
            R_data2 <= mem_array[R_reg2];
         end
      end
endmodule
==> flow/run.sh <==
#!/bin/bash
# OpenROAD 26Q1-2900-gdf79404cd8, Yosys 0.63+post, stock flow scripts
make -C /OpenROAD-flow-scripts/flow DESIGN_CONFIG=/design/flow/config.mk WORK_HOME=/design/flow/orfs finish
==> flow/constraint.sdc <==
current_design regmem

set clk_period 24.2
set clk_io_pct 0.2

create_clock -name clk0 -period $clk_period [get_ports {clk}]

set non_clock_inputs [all_inputs -no_clocks]
set_input_delay [expr $clk_period * $clk_io_pct] -clock clk0 $non_clock_inputs
set_output_delay [expr $clk_period * $clk_io_pct] -clock clk0 [all_outputs]
==> flow/config.mk <==
export PLATFORM = sky130hd
export DESIGN_NAME = regmem
export DESIGN_NICKNAME = regmem
export VERILOG_FILES = /design/flow/design.v
export SDC_FILE = /design/flow/constraint.sdc
export NUM_CORES = 4
export LEC_CHECK = 1
export CORE_UTILIZATION = 50
export SYNTH_HDL_FRONTEND = slang
==> results.txt <==
Figures from the flow reports.

Pwr:
- Per the breakdown, switching nets consume 25.85% of all power.
- The run puts the power share of the sequential group at 44.1%.
- The run gives the reported net switching power as approximately 810 uW.
- The run puts the static leakage at about 0.016 uW.
- The run gives the power share of the clock group as between 40% and 50%.
- The internal power of the cells totals about 2300 uW.
- The run puts the maximum vdd ir drop at ~0.058 mV.
- Of the total power, combinational logic draws 9.3%.
- The run puts the total power divided by cell area at between 60 and 70 nW/um2.

Layout:
- The run gives the ratio of cells with drive above 1 in the final layout as 14.23%.
- The flow measured a signed area growth from synthesis to layout of 11.06%.
- Fill cells in the final layout number ~7.4k.
- The run puts the design area at around 47000 um2.
- The register with the most flip-flops in the final layout is mem_array.
- The run gives the final non-filler cell total as 6025.
- The largest registers in the layout are mem_array x832.
- The run puts the number of flip-flops under the largest register name at ~830.

STA:
- The run puts the pin slew with the least headroom to its limit at 961.8 ps.
- The final timing report gives a worst setup slack of 10870 ps.
- The run puts the final period utilization at ~55%.
- The run puts the number of hold violations in the final report at 0.
- The run gives the worst relative slew slack as between 30 and 40%.
- The run puts the minimum clock period at around 13000 ps.
- Setup repair after global routing left no endpoint under its margin.
- Counting pins that exceed their max-slew limit in the final report gives 0.
- The run gives the final sum of negative setup slack as 0 ps.
- The run puts the worst clock skew at 0 ps.
- Per the finish-stage timing summary, setup violations number 0.
- The run puts the maximum achievable frequency at about 0.075 GHz.

GRT:
- The run gives the initial antenna violation count as 3.
- The first global-routing pass estimated ~240000 um of wire.
- The run puts the via count of the first global-routing pass at about 36k.
- The run gives the maximum number of pins on one net before global-route repair as between 100 and 150.
- The run puts the aggregate global-route resource usage at about two fifths.
- The total overflow left after global routing is 0.

Floorplanning:
- The run puts the total die size at ~86000 um2.
- The run gives the number of placement rows as 106.
- The run gives the effective utilization at floorplan as about half.
- The run puts the horizontal die dimension at 292.6 um.
- The run gives the die boundary height as a little under 300 um.
- The run puts the number of primary I/O pins at approximately 110.
- The run puts the total core area at between 80000 and 90000 um2.

Yosys:
- Per the synthesis report, the dominant area consumer among library cells is sky130_fd_sc_hd__dfxtp_1.
- The run puts the netlist area before placement at 42230 um2.
- The run puts the fraction of post-synthesis cell area in the top cell type by area at 39.44%.
- The run gives the chip area estimate from yosys synthesis as between 40000 and 50000 um2.
- The run gives the number of warnings issued by yosys as 0.
- For this design, Yosys synthesis ends with a cell count of ~5.0k.
- Sequential cells were found to cover about two fifths of the synthesized design area.
- The run puts the average cell area after synthesis at 8.373 um2.
- The main area contributors are sky130_fd_sc_hd__dfxtp_1 (39%), sky130_fd_sc_hd__nand2_1 (15%), sky130_fd_sc_hd__mux4_2 (14%).
- Per the post-synthesis report, the number of cells in the design is 5044.
- Yosys reported a register bit count of 832.
- The run puts the number of different library cells in the post-synthesis netlist at roughly 42.

Job:
- The stage logs contain a warning count of 30.
- The run puts the reported max-cap violation count at 0.

Worst setup path:
- The run gives the data required time of the worst path as 19360 ps.
- STA lists the startpoint of the worst register-to-register path as mem_array[317].
- The capture point of the critical path was reported as R_data1[2].
- For reference, the critical path is launched at R_reg1[1].
- For the worst reg-to-reg path, the endpoint reported by OpenROAD is mem_array[317].
- The run puts the data arrival time of the critical path at ~8500 ps.
- STA classifies the critical path endpoint as an output port.
- The worst setup path is of the in2out kind.
- The run gives the category of the worst setup path launch point as a primary input.
- The run puts the largest fanout of any net on the critical path at 51.
- Measured in cells, the most critical reg-to-reg path has a length of 2.
- The run gives the internal reg-to-reg setup slack as ~24000 ps.

Drt:
- The run puts the wire length per cell after detailed routing at around 28 um.
- The run puts the detailed router's first-iteration violation count at 3958.
- The detail route stage leaves a number of antenna-violating nets equal to 0.
- The run puts the total routed wirelength at about 170000 um.
- The first detailed-routing pass ran for 6 iterations.
- The run puts the total DRC errors in the routed layout at 0.
- The run puts the overall via count from detail_route at 38.50k.
- The routed design shows a via density per instance of around 6.4.

Placement:
- The run puts the placed wire-length estimate after detailed placement at between 90000 and 100000 um.
- The run puts the routability congestion estimate from global placement at 0.9603.
- Per the placement report, the placed cell count is between 5k and 6k.
- The run puts the instance area after placement at 43760 um2.
- The run puts the count of port buffers added during placement at between 100 and 150.
- The run puts the worst setup slack after placement at 11040 ps.

CTS:
- The clock passes through at most 3 buffers.
- The run gives the buffer type at the clock tree root as sky130_fd_sc_hd__clkbuf_16.
- TritonCTS built the clock tree.
- After clock tree synthesis, the setup repair step added 0 buffers.
- The skew report gives the latency at the later pin of the worst-skew pair as 670 ps.
- The run puts the total clock sinks at about 830.
- The run puts the clock-pin slew of the registers on the worst-case setup and hold paths at 60 ps.
- The run gives the number of instances resized during post-cts repair as 0.
- The run gives the number of buffers created by CTS as 93.
- The run puts the number of H-tree branching levels at 3.
- The run gives the number of hold buffers added after cts as 0.

Hold path:
- The run gives the kind of path behind the tightest hold check as reg2reg.

Status:
- The flow ran to the end, and the final reports show no timing, DRC or antenna violations.
kinds of logic after synthesis:
logic type	share of synthesized area, %
buffers and inverters	5.593
AND-OR/OR-AND	16.15
adder cells (fa/ha/maj)	0.1185
AND/OR/NAND/NOR	17.29
multiplexers	21.41
flip-flops	39.44
cell usage after synthesis:
| cell type | n |
|---|---|
| sky130_fd_sc_hd__nor2_1 | 55 |
| sky130_fd_sc_hd__buf_1 | 11 |
| sky130_fd_sc_hd__nand3b_1 | 6 |
| sky130_fd_sc_hd__clkbuf_1 | 350 |
| sky130_fd_sc_hd__or2_0 | 1 |
| sky130_fd_sc_hd__nor2b_1 | 9 |
| sky130_fd_sc_hd__mux2i_1 | 235 |
| sky130_fd_sc_hd__o32a_1 | 1 |
| sky130_fd_sc_hd__a21oi_1 | 953 |
| sky130_fd_sc_hd__nor2_2 | 5 |
| sky130_fd_sc_hd__and2_1 | 5 |
| sky130_fd_sc_hd__buf_4 | 43 |
| sky130_fd_sc_hd__and3b_1 | 4 |
| sky130_fd_sc_hd__a2bb2oi_1 | 31 |
| sky130_fd_sc_hd__mux4_2 | 267 |
| sky130_fd_sc_hd__nor3_1 | 66 |
| sky130_fd_sc_hd__or3b_1 | 1 |
| sky130_fd_sc_hd__a22o_1 | 32 |
| sky130_fd_sc_hd__a21boi_0 | 1 |
| sky130_fd_sc_hd__nand2_1 | 1700 |
| sky130_fd_sc_hd__mux2_2 | 60 |
| sky130_fd_sc_hd__nand3_1 | 8 |
| sky130_fd_sc_hd__and3_1 | 2 |
| sky130_fd_sc_hd__a31oi_1 | 25 |
| sky130_fd_sc_hd__o21ai_0 | 2 |
| sky130_fd_sc_hd__a211oi_2 | 1 |
| sky130_fd_sc_hd__or2_2 | 1 |
| sky130_fd_sc_hd__a211oi_1 | 4 |
| sky130_fd_sc_hd__buf_2 | 114 |
| sky130_fd_sc_hd__nor3b_1 | 6 |
| sky130_fd_sc_hd__o22ai_1 | 128 |
| sky130_fd_sc_hd__o21bai_1 | 1 |
| sky130_fd_sc_hd__nand2b_1 | 2 |
| sky130_fd_sc_hd__nor2_4 | 4 |
| sky130_fd_sc_hd__ha_1 | 4 |
| sky130_fd_sc_hd__clkbuf_2 | 1 |
| sky130_fd_sc_hd__a22oi_1 | 54 |
| sky130_fd_sc_hd__or3b_2 | 1 |
| sky130_fd_sc_hd__dfxtp_1 | 832 |
| sky130_fd_sc_hd__inv_1 | 2 |
| sky130_fd_sc_hd__buf_6 | 9 |
| sky130_fd_sc_hd__a221oi_1 | 7 |
per-stage QoR:
| stage | hold slack [ps] | power [uW] | util, % |
|---|---|---|---|
| 3_3_place_gp | 448.7 | 1700 | 52.38 |
| 6_report | 463.2 | 3144 | 56.14 |
| 2_1_floorplan | 442.4 | 1591 | - |
| 4_1_cts | 465.0 | 3144 | 56.13 |
| 3_5_place_dp | 454.5 | 1700 | 52.38 |
| 5_1_grt | 476.2 | 3219 | 56.13 |
routing by layer:
layer,vias up,GRT usage (%),wire (um)
met2,2437,55.79,70290
met1,18430,58.39,64530
met4,8,12.60,6542
li1,17190,-,-
met3,434,19.96,24590
met5,-,0,50
critical path: stages:
cell and delay, ps:
sky130_fd_sc_hd__buf_6 440, sky130_fd_sc_hd__buf_4 770, sky130_fd_sc_hd__inv_1 340, sky130_fd_sc_hd__ha_1 360, sky130_fd_sc_hd__nor3_1 140, sky130_fd_sc_hd__a211oi_1 80, sky130_fd_sc_hd__nor2_1 120, sky130_fd_sc_hd__a31oi_1 80
sky130_fd_sc_hd__nor3_1 550, sky130_fd_sc_hd__clkdlybuf4s50_1 580
area by class of cell:
class,instances,area [um2],share of cell area [%]
diodes,3,7.507,0.01600
clock buffers,134,2701,5.759
clock inverters,37,434.2,0.9256
inverters,2,7.507,0.01600
multi-input cells,3682,23510,50.13
flip-flops and latches,832,16660,35.51
well taps,1080,1351,2.881
repair buffers,255,2236,4.767
worst min-delay path by stage:
stage	from	to	cells past startpoint
global route	mem_array[421]	mem_array[421]	2
CTS	mem_array[447]	mem_array[447]	2
finish	mem_array[306]	mem_array[306]	2
power by group through the flow:
stage | logic (uW) | registers (uW) | clock network (uW)
6_report | 291 | 1390 | 1470
5_1_grt | 303 | 1390 | 1530
4_1_cts | 284 | 1390 | 1470
layout by cell type (no fill, tap or decap), types with 7 or more instances in the layout:
cell and n:
sky130_fd_sc_hd__clkbuf_16 93, sky130_fd_sc_hd__a31oi_1 25, sky130_fd_sc_hd__o22ai_1 128, sky130_fd_sc_hd__clkbuf_1 19
sky130_fd_sc_hd__clkdlybuf4s50_1 105, sky130_fd_sc_hd__nand2_2 30, sky130_fd_sc_hd__mux2i_1 235, sky130_fd_sc_hd__buf_4 141
sky130_fd_sc_hd__bufinv_16 7, sky130_fd_sc_hd__nor2_1 38, sky130_fd_sc_hd__clkbuf_8 22, sky130_fd_sc_hd__mux2_2 60
sky130_fd_sc_hd__a22oi_1 54, sky130_fd_sc_hd__clkinv_2 20, sky130_fd_sc_hd__mux4_2 267, sky130_fd_sc_hd__a22o_1 32
sky130_fd_sc_hd__a21oi_1 953, sky130_fd_sc_hd__nor3_1 66, sky130_fd_sc_hd__dfxtp_1 832, sky130_fd_sc_hd__a2bb2oi_1 31
sky130_fd_sc_hd__nand2_1 1670, sky130_fd_sc_hd__nor2_4 26, sky130_fd_sc_hd__a221oi_1 7
Power and IR drop assume default switching activity.
