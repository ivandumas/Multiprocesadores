`/design/flow/run.sh`:
```
#!/bin/bash
# OpenROAD 26Q1-2900-gdf79404cd8, Yosys 0.63+post, stock flow scripts
make -C /OpenROAD-flow-scripts/flow DESIGN_CONFIG=/design/flow/config.mk WORK_HOME=/design/flow/orfs finish
```
`/design/flow/config.mk`:
```
export PLATFORM = sky130hd
export DESIGN_NAME = sad
export DESIGN_NICKNAME = sad
export VERILOG_FILES = /design/flow/design.v
export SDC_FILE = /design/flow/constraint.sdc
export NUM_CORES = 4
export LEC_CHECK = 1
export CORE_UTILIZATION = 50
export SYNTH_HDL_FRONTEND = slang
```
`/design/flow/constraint.sdc`:
```
current_design sad

set clk_period 5.2
set clk_io_pct 0.2

create_clock -name clk0 -period $clk_period [get_ports {clk}]

set non_clock_inputs [all_inputs -no_clocks]
set_input_delay [expr $clk_period * $clk_io_pct] -clock clk0 $non_clock_inputs
set_output_delay [expr $clk_period * $clk_io_pct] -clock clk0 [all_outputs]
```
`/design/flow/design.v`:
```
module AB_abs (
    input logic [7:0] A_data,
    input logic [7:0] B_data,
    output logic [7:0] abs
);
	always_comb 
		begin
			if (A_data > B_data)
				abs = A_data - B_data;
			else
				abs = B_data - A_data;
		end
endmodule 
module cmp(
	input logic [8:0] AB_addr,
	output logic i_lt_256
);
	always_comb begin
		i_lt_256 = 9'h100 > AB_addr;
	end
endmodule
typedef enum logic [2:0]
{
	S0		= 3'b000,
	S1		= 3'b001,
	S2		= 3'b010,
	S3		= 3'b011,
	S4		= 3'b100,
	ERROR		= 3'bXXX
} t_cntrl_fsm_state;
module controller (
	input  logic 			clk,
	input  logic 			rst,
	input  logic 			go,
   input  logic 			i_lt_256,
   output  logic 			AB_rd,
   output  logic 			i_inc,
   output  logic 			i_clr,
   output  logic 			sum_ld,
   output  logic 			sum_clr,
   output  logic 			sad_reg_ld
);
t_cntrl_fsm_state	state;   	 
t_cntrl_fsm_state	next;	 
	always_comb begin
		case (state)
				S0: case(go)  
                   1 : next = S1; 
                   0 : next = S0;
                   default : next = S0;
               endcase
               S1: next = S2;  
               S2: case(i_lt_256)  
                   1 : next = S3; 
                   0 : next = S4;
                   default : next = ERROR;
               endcase
               S3: next = S2;  
               S4: next = S0;  
               default : next = S0;
		endcase
	end
	always_ff @(posedge clk)
		begin
			state <= (rst) ? S0 : next;
		end
	always_comb 
	begin
	sum_clr    = 1'b0;
	i_clr 	  = 1'b0;
	sum_ld 	  = 1'b0;
	AB_rd 	  = 1'b0;
	i_inc 	  = 1'b0;
	sad_reg_ld = 1'b0;
			case (state)
                S1: begin sum_clr = 1;
                    i_clr = 1;end
                S3: begin sum_ld = 1;
                    AB_rd = 1;
                    i_inc = 1; end
                S4: begin sad_reg_ld = 1; end
			endcase
	end
endmodule
module datapath(
	input logic rst,
	input logic clk,
	input logic i_inc,
	input logic i_clr,
	input logic sum_ld,
	input logic sum_clr,
	input logic sad_reg_ld,
	input logic [7:0] A_data,
	input logic [7:0] B_data,
	output logic [8:0] AB_addr,
	output logic [31:0] sad,
	output logic i_lt_256
);
icounter count(.rst(rst), .clk(clk), .i_clr(i_clr), .i_inc(i_inc), .AB_addr(AB_addr));
cmp comp(.AB_addr(AB_addr), .i_lt_256(i_lt_256));
logic [7:0] diff;
AB_abs abab(.A_data(A_data), .B_data(B_data), .abs(abs));
logic [31:0] sum;
logic [31:0] sumF;
sumB smB(.abs(abs), .sad(sad), .sum(sum));
sumR smR(.rst(rst), .clk(clk), .sum_clr(sum_clr), .sum_ld(sum_ld), .sum(sum), .sumF(sumF));
sadR saR(.rst(rst), .clk(clk), .sad_reg_ld(sad_reg_ld),.sumF(sumF), .sad(sad));
endmodule
module icounter(
	input logic rst,
	input logic clk,
	input logic i_clr,
	input logic i_inc,
	output logic [8:0] AB_addr
);
	always_ff @ (posedge clk)
		if (rst|i_clr)
			AB_addr <= 9'b0;
		else if (i_inc)
			AB_addr <= AB_addr + 1'b1;
		else 
			AB_addr <= AB_addr;
endmodule 
module sad(
input logic clk,
input logic rst,
input logic go,
input logic [7:0] A_data,
input logic [7:0] B_data,
output logic [8:0] AB_addr,
output logic [31:0] sad,
output logic AB_rd
);
logic i_lt_256;
logic i_inc;
logic i_clr;
logic sum_ld;
logic sum_clr;
logic sad_reg_ld;
controller ctl(
.clk(clk), .rst(rst), .go(go), .i_lt_256(i_lt_256), .i_inc(i_inc), .i_clr(i_clr),
.sum_ld(sum_ld), .sum_clr(sum_clr), .sad_reg_ld(sad_reg_ld), .AB_rd(AB_rd)
);	
datapath dth(
.rst(rst), .clk(clk), .i_inc(i_inc), .i_clr(i_clr), .sum_ld(sum_ld),
.sum_clr(sum_clr), .sad_reg_ld(sad_reg_ld), .A_data(A_data), .B_data(B_data),
.AB_addr(AB_addr), .sad(sad), .i_lt_256(i_lt_256));
endmodule
module sadR(
	input logic rst,
	input logic clk,
	input logic sad_reg_ld,
	input logic [31:0] sumF,
	output logic [31:0] sad
	);
	always_ff @ (posedge clk)
	begin
		if (rst)
			sad <= '0;
		else if (sad_reg_ld)
			sad <= sumF;
		end
endmodule 
module sumB(
	input logic [7:0] abs,
	input logic [31:0] sad,
	output logic [31:0] sum
);
	always_comb begin
		sum = sad + abs;
	end
endmodule 
module sumR(
	input logic rst,
	input logic clk,
	input logic sum_clr,
	input logic sum_ld,
	input logic [31:0] sum,
	output logic [31:0] sumF
);
	always_ff @ (posedge clk)
	begin
		if (rst|sum_clr)
			sumF <= '0;
		else if (sum_ld)
			sumF <= sum;
	end
endmodule 
```
==> flow_metrics.tcl <==
# yosys + openroad results
set metrics [dict create \
    status "completed" \
    worst_setup_path_start_kind "primary input" \
    ys_area_mm2 0.00335 \
    rsz0062_at_grt "no" \
    die_width_um 83.9 \
    routed_wl_um 6650 \
    ys_seq_share_pct 46.6 \
    antenna_cells_inserted 0 \
    cts_tree "done" \
    min_path_cells 2 \
    pwr-share-clk_pct 36.4 \
    root_buffer "clkbuf_8" \
    p_per_area_mw_per_mm2 253 \
    ios 61 \
    drtAntennaViolNets 0 \
    vias 2556 \
    min_from "ctl.state[0]" \
    p_sw_share_pct 22.2 \
    holdPathEnd "ctl.state[3]" \
    fin_crit_ps 3260 \
    dieArea_mm2 0.00703 \
    place_area_mm2 0.00386 \
    ff2ff_setup_slack_ps 2910 \
    htree_levels 3 \
    maxCapViolations 0 \
    setup_viol 0 \
    crit_required_ps 5450 \
    place.gp.congestion 0.757 \
    worstReg2RegStart "dth.saR.sad[0]" \
    cts_setup_buffers 0 \
    power.leakage_nw 1.33 \
    drv_slew 0 \
    syn_area_per_cell_um2 9.28 \
    grt_pass1_wl_um 11400 \
    post-route-util_pct 62.5 \
    final_layout_size_suffix_gt1_share_pct 6.16 \
    grt.total_usage_pct 20.6 \
    yosys_warnings 0 \
    worst_pin_slew_ps 690 \
    clk_latency_ps 340 \
    ys.flops 78 \
    period_used_pct 62.7 \
    hold_buffers 0 \
    clock_skew_ps 8.60 \
    drt_iter0_drc 131 \
    combPwrFrac_pct 3.4 \
    initial_core_util_pct 52.2 \
    dpl_worst_slack_ps 1670 \
    switching_power_uw 225 \
    ys.flop_type "dfxtp_1" \
    dp_cells 468 \
    cts_made_buffers 9 \
    ys_types 33 \
    grt_max_degree 69 \
    critPathMaxFanout 5 \
    dp_hpwl_um 3970 \
    reg2regPathDepth 7 \
    syn-instance-count 361 \
    cts.sinks 78 \
    r2r-end "dth.smR.sumF[18]" \
    max-vdd-ir-drop_mv 0.167 \
    clkTransAtPathRegs_ps 70 \
    portBuffers 46 \
    cts_resized 0 \
    edf_count 0 \
    cp_data_arrival_time_ps 3510 \
    max_slew_margin_pct 53.6 \
    syn-cell-area_mm2 0.00335 \
    fmax_mhz 307 \
    tns_ps 0 \
    fin_area_mm2 0.00401 \
    hold_path_class "flop to flop" \
    finalPower_mw 1.01 \
    path_class "primary input to flop" \
    drc 0 \
    warning_count 41 \
    yosysCellCount 361 \
    async_reset_ff_share_pct 0 \
    clk_path_buf_depth 2 \
    rows 29 \
    instances_no_fill 483 \
    hold_ws_ps 450 \
    wire_per_inst_um 13.8 \
    via_per_inst 5.29 \
    seqPwrFrac_pct 60.2 \
    intPower_uw 788 \
    die_y_um 83.9 \
    firstDrtPassIters 21 \
    core_area_mm2 0.00642 \
    grt.overflow.total 0 \
    area_growth_syn_to_layout_pct 19.8 \
    final_hold_viol_count 0 \
    setup_ws_ps 1940 \
    antenna_found_initial 0 \
    crit_path_end_kind "flop" \
    grt_pass1_vias 2328 \
]
synthesized netlist by cell type (3+ instances only):
cell      instances  area share, %
clkbuf_1         17            1.9
a21oi_1          20            3.0
and3_1            4           0.75
mux2i_1          35             10
o21ai_0          23            3.4
nand2_1          11            1.2
xor2_1           22            5.8
nand3_1          15            2.2
a211oi_1          8            1.8
dfxtp_1          78             47
xnor2_1          15            3.9
and4_1            4            1.0
nor2_1           65            7.3
ha_1              4            1.5
buf_1             3           0.34
inv_1             6           0.67
nand4_1          12            2.2
layout make-up:
type	count	area (µm²)
Inverter	6	22.5
Timing Repair Buffer	50	490
Fill cell	536	2410
Clock buffer	13	139
Multi-Input combinational cell	257	1690
Tap cell	77	96.3
Clock inverter	2	10.0
Sequential cell	78	1560
power by group through the flow:
stage         logic [mW]  registers (mW)  clock network, mW
CTS               0.0349           0.610              0.383
finish            0.0347           0.610              0.369
global route      0.0392           0.611              0.413
per-layer routing:
layer	vias up	global-route usage (%)	part of all wire, %
met3	6	4.32	4.6
met2	53	31.4	42
li1	1337	-	-
met4	0	1.72	1.0
met5	-	0	0
met1	1160	32.7	52
cells in the final DEF (no fill, tap or decap), types with 6 or more instances in the layout:
cell,count
xnor2_1,15
inv_1,6
nand4_1,12
mux2i_1,35
nor2_1,65
dfxtp_1,76
nand2_1,11
a211oi_1,8
a21oi_1,20
nand3_1,15
o21ai_0,23
clkbuf_8,9
clkdlybuf4s50_1,46
xor2_1,22
sequential cells by signal, summed over array words and instances (netlist names):
name,cells
dth.saR.sad,32
dth.count.AB_addr,9
dth.smR.sumF,32
ctl.state,5
critical path, cell delays in order:
cell and delay, ps:
clkdlybuf4s50_1 470, xor2_1 160, ha_1 230, ha_1 220
nand3_1 160, nor4_2 630, nand4_1 190, xor2_1 170
a211oi_1 250
how the worst max path moves through the flow:
stage | startpoint | endpoint | slack (ps) | depth (start not counted)
after CTS | A_data[0] | dth.smR.sumF[18] | 2000 | 9
after global routing | A_data[0] | dth.smR.sumF[18] | 1770 | 9
final | A_data[0] | dth.smR.sumF[18] | 1940 | 9
cell families (layout without fill, tap and decap cells):
logic type / Yosys count / in the layout / share of synthesized area, %
AND/OR/NAND/NOR: 127 / 127 / 19.9
flip-flops: 78 / 78 / 46.6
AND-OR/OR-AND: 54 / 54 / 9.00
XOR/XNOR: 37 / 37 / 9.67
multiplexers: 35 / 35 / 10.5
buffers and inverters: 26 / 71 / 2.91
adder cells (fa/ha/maj): 4 / 4 / 1.49
Power is estimated from default activity; no workload was simulated.
